File: design/flow/run.sh
#!/bin/bash
# OpenROAD 26Q1-2900-gdf79404cd8, Yosys 0.63+post, stock flow scripts
make -C /OpenROAD-flow-scripts/flow DESIGN_CONFIG=/design/flow/config.mk WORK_HOME=/design/flow/orfs finish
File: design/flow/config.mk
export PLATFORM = sky130hd
export DESIGN_NAME = alu_unit
export DESIGN_NICKNAME = alu_unit
export VERILOG_FILES = /design/flow/design.v
export SDC_FILE = /design/flow/constraint.sdc
export NUM_CORES = 4
export LEC_CHECK = 1
export CORE_UTILIZATION = 30
File: design/flow/constraint.sdc
current_design alu_unit

set clk_period 8.7
set clk_io_pct 0.2

create_clock -name clk0 -period $clk_period

set non_clock_inputs [all_inputs -no_clocks]
set_input_delay [expr $clk_period * $clk_io_pct] -clock clk0 $non_clock_inputs
set_output_delay [expr $clk_period * $clk_io_pct] -clock clk0 [all_outputs]
File: design/flow/design.v
`timescale 1ns / 1ps
module alu_unit(in1, in2, alu_control, alu_res, zero);
    input [15:0] in1, in2;
    input [2:0] alu_control;
    output reg [15:0] alu_res;
    output zero;
    always @(*) begin
        case(alu_control) 
            3'b000 : alu_res = in1 + in2;
            3'b001 : alu_res = in1 - in2;
            3'b010 : alu_res = in1 & in2;
            3'b011 : alu_res = in1 | in2;
            3'b100 : begin
                if(in1 < in2) alu_res = 16'd1;
                else alu_res = 16'd0;
            end
            3'b101 : alu_res = in1 * in2;
            default: alu_res = in1 + in2;
        endcase
    end
    assign zero = (alu_res == 0) ? 1'b1 : 1'b0;
endmodule
==> changes_impl.md <==
### Implementation results

* GR met1 Demand/Resource at 0.3163
* Final hold slack at around 4.5 ns
* Hold depth at 7
* Iter 0 DRT Violations at between 300 and 400
* Setup TNS at -0.5441 ns
* Worst path bufs/invs at 10
* Worst Setup Start Kind: input port
* Yosys chip area at between 6000 and 7000 sq um
* Post-synthesis cell type count at 70
* Fmax at between 100 and 150 MHz
* Grt met3 use at 0.05216
* Setup Viol. Count Final at 4
* Core Rows at 52
* Multi-input logic area at between 5000 and 6000 sq um
* Post-Syn Area at slightly above 6000 sq um
* Area growth syn-to-layout at 42.75%
* Leak Pwr at 4.325 nW
* N_diodes at 0
* Final ANT Viol Nets at 0
* Flop count at 0
* Via density at between 4 and 5
* Hold endpoint: alu_res[12]
* Critical Path RT at a little under 7 ns
* Gpl congestion at 1.000
* Crit-path max FO at 4
* Critical path capture point type: output port
* Core ar. at around 20000 sq um
* Share of layout cells above drive strength 1 at 0.3172
* Met2 Use GR at 0.3313
* Die span in x at between 100 and 150 um
* Ports at approximately 52
* Cell family contributing the most delay on the critical path: adder cells
* Busiest grt layer: met2
* Worst VDD drop at 0.2525 mV
* Clock Buffer Count at 0
* Yosys warns at 1
* DRC Markers at 0
* Initial Utilization at 0.3057
* Total track usage at 0.2153
* Syn avg cell area at roughly 7.5 sq um
* Vias in the first global route at roughly 6300
* Final Instance Area at between 8000 and 9000 sq um
* First-pass GRT wire length at approximately 34000 um
* Period utilization at 1.031
* Port Buffers at ~52
* Die area at 21190 sq um
* Setup CP Type: input port to output port
* Hold Startpoint: in1[11]
* Pre-CTS setup slack at -1.448 ns
* Wire per inst at roughly 17 um
* Vias at about 6400
* Initial antenna violation count at 0
* Flop area at 0 sq um
* Rel. slew slack at 0.3519
* Status: complete, but fails checks
* Final setup margin at -0.2667 ns
* Die Y at around 150 um
* Failing checks: negative setup slack
* Sequential area share after synthesis at 0
* CP peak stage delay at around 0.54 ns
* WL final at between 20000 and 25000 um
* Final Hold Violating Endpoints at 0
* # Cells Yosys at between 800 and 900
* RSZ-0062 raised after global routing: true
* CP dominant cell by count: fa_1
* Hold Path Class: input port to output port
* Min Tclk post-route at ~9 ns
* Critical path's slowest cell: fa_1
* WP data arrival at 7.23 ns
* Post-place instance area at around 8000 sq um
* Largest net degree at the start of global routing at 18
* Pwr per Cell Area at 295.1 nW/um^2
* Log Warnings at between 60 and 70
* Max-cap viol count at 0
* Worst slew pin tran at approximately 0.97 ns
* # fillers at around 1900
* Remaining global-route overflow at 0
* Pins Over Slew Limit at 0
* Final HPWL DP at 18510 um
* Design Power at between 2 and 3 mW
* Iteration tally of the first detailed-router pass at 5
* Cell count after synthesis at 828
## metal layers
layer	vias up	part of all wire
met5	-	0
met4	0	0.018
met3	20	0.077
met2	223	0.45
met1	3038	0.45
li1	3114	-
## cells by family after synthesis
kind of cell / Yosys count / share of synthesized area
simple gates: 263 / 0.1873
buf+inv: 187 / 0.1161
fa+ha+maj: 179 / 0.4617
compound gates: 162 / 0.1801
xor+xnor: 36 / 0.05321
mux: 1 / 0.001619
## final cells by class
cell class | instances | share of cell area
Inverter | 167 | 0.07469
Timing Repair Buffer | 226 | 0.2088
Tap cell | 270 | 0.03827
Multi-Input combinational cell | 641 | 0.6783
## through the flow
| step | util | instances |
|---|---|---|
| finish | 0.4363 | 1304 |
| global route | 0.4363 | 1304 |
| CTS | 0.4283 | 1299 |
| detailed placement | 0.3951 | 1269 |
| global placement | 0.3951 | 1269 |
| floorplan | - | 828 |
## cell usage in the layout, fill, tap and decap left out, drive strengths merged, types with 6 or more instances in the layout
cell type / n
fa: 82
buf: 196
nand2: 89
nor2b: 12
clkdlybuf4s50: 19
nand3: 6
ha: 97
o221ai: 7
xor2: 7
o21ai: 26
nor2: 109
a211oi: 7
nor3: 13
or2: 8
o22ai: 9
xnor2: 28
a21oi: 44
a21o: 8
inv: 162
## cell usage after synthesis, types with 8 or more instances
cell	count	area, sq um
nand2_1	89	334.1
fa_1	82	1642
o21ai_0	22	110.1
nor2_1	109	409.1
clkbuf_1	13	48.80
xnor2_1	28	245.2
o22ai_1	9	56.30
nor3_1	13	65.06
inv_1	162	608.1
nor2b_1	12	75.07
a21o_1	8	60.06
a21oi_1	44	220.2
ha_1	97	1214
## worst max path at each step
stage	startpoint	end	slack (ns)	depth (start not counted)
after global routing	in1[7]	zero	-0.51	31
final	in1[7]	zero	-0.27	26
after CTS	in2[3]	zero	-0.26	26
## what timing repair did
action	4_1_cts	5_1_grt
hold buffers	0	0
resized	248	49
pin swaps	72	36
setup endpoints to repair	11	10
buffers inserted	34	5
## report_power, final
group / switching (mW) / total (mW) / internal [mW] / leakage [nW]
Sequential: 0 / 0 / 0 / 0
Combinational: 1.25 / 2.61 / 1.36 / 4.33
Clock: 0 / 0 / 0 / 0
Total: 1.25 / 2.61 / 1.36 / 4.33
No activity file was given, so power comes from the tool's default toggle rates.
