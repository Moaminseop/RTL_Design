==> ./design.v <==
`timescale 1ns / 1ps
module registers(clk, rst, reg_write, read_reg1, read_reg2, write_reg, write_data, read_data1, read_data2, RF0, RF1, RF2, RF3, RF4, RF7);
    input clk, rst, reg_write;
    input [2:0] read_reg1, read_reg2, write_reg;
    input [15:0] write_data;
    output [15:0] read_data1, read_data2;
    output [15:0] RF0, RF1, RF2, RF3, RF4, RF7;
    reg [15:0] register_file [7:0]; 
    always @(posedge clk or negedge rst) begin
        if(rst == 0) begin
            register_file[0] <= 16'b0;
            register_file[1] <= 16'b0;
            register_file[2] <= 16'b0;
            register_file[3] <= 16'b0;
            register_file[4] <= 16'b0;
            register_file[5] <= 16'b0;
            register_file[6] <= 16'b0;
            register_file[7] <= 16'b0;
        end
        else if(reg_write) register_file[write_reg] <= write_data;
    end
    assign read_data1 = register_file[read_reg1];
    assign read_data2 = register_file[read_reg2];
    assign RF0 = register_file[0];
    assign RF1 = register_file[1];
    assign RF2 = register_file[2];
    assign RF3 = register_file[3];
    assign RF4 = register_file[4];
    assign RF7 = register_file[7];
endmodule
==> ./run.sh <==
#!/bin/bash
# OpenROAD 26Q1-2900-gdf79404cd8, Yosys 0.63+post, stock flow scripts
make -C /OpenROAD-flow-scripts/flow DESIGN_CONFIG=/design/flow/config.mk WORK_HOME=/design/flow/orfs finish
==> ./config.mk <==
export PLATFORM = sky130hd
export DESIGN_NAME = registers
export DESIGN_NICKNAME = registers
export VERILOG_FILES = /design/flow/design.v
export SDC_FILE = /design/flow/constraint.sdc
export NUM_CORES = 4
export LEC_CHECK = 1
export CORE_UTILIZATION = 50
==> ./constraint.sdc <==
current_design registers

set clk_period 3.4
set clk_io_pct 0.2

create_clock -name clk0 -period $clk_period [get_ports {clk}]

set non_clock_inputs [all_inputs -no_clocks]
set_input_delay [expr $clk_period * $clk_io_pct] -clock clk0 $non_clock_inputs
set_output_delay [expr $clk_period * $clk_io_pct] -clock clk0 [all_outputs]
==> flow_results.xml <==
<?xml version="1.0" encoding="UTF-8"?>
<metrics>
  <group name="die">
    <metric name="design.portCount" unit="">156</metric>
    <metric name="initial_utilization" unit="%">52.1</metric>
    <metric name="die.size.x" unit="um">121</metric>
    <metric name="rows" unit="">42</metric>
    <metric name="die.size.y" unit="um">121</metric>
    <metric name="fp.dieArea" unit="um^2">14600</metric>
    <metric name="core_area" unit="um^2">13500</metric>
  </group>
  <group name="yosys">
    <metric name="yosysChipArea" unit="um^2">7040</metric>
    <metric name="netlist_instances" unit="">570</metric>
    <metric name="edf_count" unit="">0</metric>
    <metric name="synth.cell_area" unit="um^2">7040</metric>
    <metric name="netlist-cell-type-count" unit="">47</metric>
    <metric name="postSynthRegisterBits" unit="">128</metric>
    <metric name="synth_top_cell_by_area" unit="">dfrtp_1</metric>
    <metric name="netlist.area_leader.share" unit="%">45.5</metric>
    <metric name="ff_type" unit="">dfrtp_1</metric>
    <metric name="synthMostInstantiatedCell" unit="">mux2_2</metric>
    <metric name="synthTopCellsByCount" unit="">139 x mux2_2, 128 x dfrtp_1, 55 x mux2i_1, 25 x nor3b_1, 20 x buf_2</metric>
    <metric name="synthArstFlopShare" unit="%">100</metric>
    <metric name="postSynthSeqShare" unit="%">45.5</metric>
    <metric name="yosys_cells" unit="">570</metric>
    <metric name="yosys_warnings" unit="">2</metric>
    <metric name="post_synth.cell_area_avg" unit="um^2">12.3</metric>
    <metric name="synth.top_cells.by_area" unit="">dfrtp_1 46%, mux2_2 22%, mux2i_1 7.8%</metric>
  </group>
  <group name="worst_setup_path">
    <metric name="crit_path_max_fanout" unit="">9</metric>
    <metric name="regToRegStartpoint" unit="">register_file[0][1]</metric>
    <metric name="crit-reg2reg-capture" unit="">register_file[0][1]</metric>
    <metric name="critical_path_arrival" unit="ns">2.56</metric>
    <metric name="worst_r2r_path_depth" unit="">1</metric>
    <metric name="worstSetupEndpointType" unit="">primary output</metric>
    <metric name="r2r_slack" unit="ns">2.57</metric>
    <metric name="setup.worst_path.start_class" unit="">primary input</metric>
    <metric name="worstSetupPathType" unit="">primary input to primary output</metric>
    <metric name="timing.critical_path.required" unit="ns">2.72</metric>
  </group>
  <group name="sta">
    <metric name="slew_headroom" unit="%">44.6</metric>
    <metric name="maxSlewViolCount" unit="">0</metric>
    <metric name="timing.clock.skew" unit="ns">0</metric>
    <metric name="maxClockFrequency" unit="MHz">309</metric>
    <metric name="finalHoldViolCount" unit="">0</metric>
    <metric name="setup_violating_endpoint_count_in_the_final_report" unit="">0</metric>
    <metric name="finalCriticalPeriod" unit="ns">3.24</metric>
    <metric name="fin_setup_tns" unit="ns">0</metric>
    <metric name="rsz0062_at_grt" unit="">false</metric>
    <metric name="worst_slew_pin_slew" unit="ns">0.828</metric>
    <metric name="timing.final.crit_share" unit="%">95.2</metric>
  </group>
  <group name="pwr">
    <metric name="netsw" unit="mW">1.48</metric>
    <metric name="power.sequential.fraction" unit="%">39.4</metric>
    <metric name="swShare" unit="%">26.2</metric>
    <metric name="pwr_density_cell" unit="nW/um^2">592</metric>
    <metric name="post-layout-total-power" unit="mW">5.66</metric>
    <metric name="worst_ir_drop_vdd" unit="V">0.000469</metric>
    <metric name="comb_power_share" unit="%">26.8</metric>
    <metric name="cellLeakagePower" unit="nW">4.00</metric>
    <metric name="p_clk_share" unit="%">33.8</metric>
    <metric name="p_int" unit="mW">4.18</metric>
  </group>
  <group name="detailed_routing">
    <metric name="detail_route.drc_violations" unit="">0</metric>
    <metric name="post_detailed_route_count_of_antenna_violating_nets" unit="">0</metric>
    <metric name="drt_first_iter_violations" unit="">428</metric>
    <metric name="wl" unit="um">21400</metric>
    <metric name="detailroute.via_count" unit="">5774</metric>
    <metric name="drt_pre_antenna_iters" unit="">5</metric>
    <metric name="antenna-diode-count" unit="">0</metric>
    <metric name="wire_per_inst" unit="um">22.9</metric>
    <metric name="viasPerCell" unit="">6.18</metric>
  </group>
  <group name="cells_and_area">
    <metric name="layout_overhead_on_the_synthesized_area" unit="%">35.9</metric>
    <metric name="regMostFlops" unit="">register_file</metric>
    <metric name="drive_above_1_share" unit="%">31.4</metric>
    <metric name="layout_top_registers" unit="">register_file: 128 flops</metric>
    <metric name="largest_register_ff_count" unit="">128</metric>
  </group>
  <group name="clock_network">
    <metric name="tritoncts" unit="">built</metric>
    <metric name="clk_pin_slew_worst_paths" unit="ns">0.05</metric>
    <metric name="cts_root_buf" unit="">clkbuf_16</metric>
    <metric name="tritoncts_num_sinks" unit="">128</metric>
    <metric name="clk-insertion-delay-late" unit="ns">0.41</metric>
    <metric name="h-tree-depth" unit="">4</metric>
    <metric name="cts_made_buffers" unit="">17</metric>
    <metric name="count_of_buffers_added_by_post_cts_timing_repair_for_setup" unit="">0</metric>
    <metric name="clock_path_buffers" unit="">2</metric>
  </group>
  <group name="global_routing">
    <metric name="grt_start_max_net_pins" unit="">80</metric>
    <metric name="track_usage" unit="%">31.9</metric>
    <metric name="grt_first_pass_wirelength" unit="um">33400</metric>
    <metric name="grt_use_met1" unit="%">49.0</metric>
    <metric name="initial_antenna_violation_count" unit="">0</metric>
    <metric name="grt-ovfl-total" unit="">0</metric>
    <metric name="global_route.usage.met2" unit="%">47.8</metric>
    <metric name="via_count_of_the_first_global_routing_pass" unit="">5801</metric>
    <metric name="gr-max-usage-layer" unit="">met1</metric>
    <metric name="globalRouteMet3Util" unit="%">7.90</metric>
  </group>
  <group name="hold_path">
    <metric name="hold_path.class" unit="">primary input to asynchronous set/reset pin</metric>
  </group>
  <group name="place">
    <metric name="post-dp-hpwl" unit="um">14100</metric>
    <metric name="io_buffers" unit="">155</metric>
    <metric name="gpl.final_weighted_congestion" unit="">0.892</metric>
  </group>
  <group name="flow_run">
    <metric name="warning_count" unit="">26</metric>
    <metric name="max_cap_violations" unit="">0</metric>
  </group>
  <group name="outcome">
    <metric name="status" unit="">completed</metric>
  </group>
</metrics>
## how the worst max path moves through the flow
stage | from | to | slack [ns] | cells after the start
final | read_reg2[0] | read_data2[3] | 0.16 | 7
after CTS | read_reg2[0] | read_data2[1] | 0.16 | 6
after global routing | read_reg2[0] | read_data2[1] | 0.03 | 7
## metal layers
metal | wire length, um | vias up | share of wire, %
met5 | 0 | - | 0
met4 | 452 | 0 | 2.1
met3 | 1810 | 32 | 8.4
met2 | 9810 | 289 | 46
met1 | 9330 | 2923 | 44
li1 | - | 2530 | -
## cell type report
class | instances | area (um^2)
fill | 930 | 3940
multi-input combinational | 388 | 3550
sequential | 128 | 3200
timing repair buffer | 204 | 1940
clock buffer | 18 | 439
tap | 176 | 220
clock inverter | 14 | 189
inverter | 7 | 26.3
## cell families (layout without fill, tap and decap cells)
| group | after synthesis | in the layout | synth area share, % |
|---|---|---|---|
| AND-OR/OR-AND | 106 | 106 | 11.1 |
| flip-flops | 128 | 128 | 45.5 |
| buffers and inverters | 54 | 243 | 4.11 |
| multiplexers | 196 | 196 | 30.7 |
| AND/OR/NAND/NOR | 86 | 86 | 8.64 |
## worst max-delay path, cell delays in order
cell             delay [ns]
clkdlybuf4s50_1        0.49
buf_4                  0.20
nand2_1                0.12
buf_4                  0.22
o22ai_1                0.17
o22a_1                 0.19
clkdlybuf4s50_1        0.47
## through the flow
stage	hold WS [ns]	std cells	setup WS [ns]	cell area (um^2)	util, %
after detailed placement	0.515	903	0.0180	8940	66.2
after global routing	0.344	935	0.0332	9570	70.8
after CTS	0.308	935	0.156	9570	70.8
after floorplan	0.384	570	1.05	7040	-
after global placement	0.509	903	0.0501	8940	66.2
final	0.299	935	0.164	9570	70.8
## power groups by stage
| stage | Sequential (mW) | Combinational (mW) | Clock, mW |
|---|---|---|---|
| after CTS | 2.22 | 1.53 | 1.94 |
| after global routing | 2.28 | 1.65 | 2.01 |
| final | 2.23 | 1.52 | 1.91 |
## cell usage in the layout (no fill, tap or decap), types with 2 or more instances in the layout
cell	netlist	layout
a21oi_1	14	14
clkinvlp_4	0	6
nor3b_1	25	25
buf_12	0	3
o22ai_1	17	17
clkinv_2	0	3
mux4_2	2	2
clkbuf_16	0	17
clkdlybuf4s50_1	0	150
a221oi_1	4	4
buf_4	9	47
buf_2	20	3
a31oi_1	11	11
inv_1	7	7
nand4b_2	3	3
a22oi_1	10	10
a32oi_1	10	10
nor2_1	16	16
nand2b_1	14	14
bufinv_16	0	4
nand3b_1	2	2
or3_1	3	3
nand2_1	7	7
nor3_4	2	2
dfrtp_1	128	128
o22a_1	17	17
mux2_2	139	139
a211oi_1	15	15
o32a_1	2	2
nor3b_4	2	2
mux2i_1	55	55
## what timing repair did
| item | in CTS | in global routing |
|---|---|---|
| endpoints found under the setup margin | 3 | 0 |
| hold buffers | 0 | 0 |
| gates resized | 2 | 0 |
Power figures rest on the tool's default switching activity, not on a simulated workload.
