## design/flow/run.sh

```bash
#!/bin/bash
# OpenROAD 26Q1-2900-gdf79404cd8, Yosys 0.63+post, stock flow scripts
make -C /OpenROAD-flow-scripts/flow DESIGN_CONFIG=/design/flow/config.mk WORK_HOME=/design/flow/orfs finish
```

## design/flow/config.mk

```make
export PLATFORM = sky130hd
export DESIGN_NAME = mux3_1
export DESIGN_NICKNAME = mux3_1
export VERILOG_FILES = /design/flow/design.v
export SDC_FILE = /design/flow/constraint.sdc
export NUM_CORES = 4
export LEC_CHECK = 1
export CORE_AREA = 10 10 70 70
export DIE_AREA = 0 0 80 80
```

## design/flow/constraint.sdc

```tcl
current_design mux3_1

set clk_period 2.7
set clk_io_pct 0.2

create_clock -name clk0 -period $clk_period

set non_clock_inputs [all_inputs -no_clocks]
set_input_delay [expr $clk_period * $clk_io_pct] -clock clk0 $non_clock_inputs
set_output_delay [expr $clk_period * $clk_io_pct] -clock clk0 [all_outputs]
```

## design/flow/design.v

```verilog
`timescale 1ns / 1ps
module mux3_1 #(parameter BITS = 13) (sel, in0, in1, in2, out);
    input [1:0] sel;
    input [BITS-1:0] in0, in1, in2;
    output reg [BITS-1:0] out;
    always @(*) begin
        case(sel)
        2'b00: begin
            out <= in0;
            end
        2'b01: begin
            out <= in1;
            end
        2'b10: begin
            out <= in2;
            end
        default : begin
            out <= in0;
            end
        endcase
    end
endmodule
```

==> run notes <==
flow finished, numbers: Hold Path Depth 4, endpoint class of the critical path output port, cell count listed in synth_stat.txt 47, pin count of the biggest net entering global routing 14, worst hold path endpoint out[4], top cells by area in the synthesized netlist sky130_fd_sc_hd__a22oi_1, sky130_fd_sc_hd__o21ai_1, sky130_fd_sc_hd__nand2_1, sky130_fd_sc_hd__ha_1, sky130_fd_sc_hd__buf_6, total global-route track usage 0.0582, Final Hold Viols 0, relative slew slack 0.871, status completed, number of antenna-violating nets in the routed design 0, standard cell core area about 3400 µm², hold_sp in0[4], share of the yosys chip area belonging to registers 0, antenna violations before repair 0, Synth area leader sky130_fd_sc_hd__a22oi_1, area grow syn2layout 233%, Crit Path Class in2out, final wirelength 1.98 mm, DIE AREA 6400 µm², Ant. Diodes 0, final worst path period share 0.940, DP Cell Count 148, slew at the pin closest to its max-slew limit about 0.19 ns, largest fanout on the critical path 13, tally of max-capacitance violations 0, detail-routed net length per standard cell 13.3 µm, yosys warning tally 1, Synth Area per Inst 5.99 µm², fin. max-slew vios 0, VDD IR-drop max around 0.000073 V, count of filler cells inserted in the layout 381, Cell Area, Synth approximately 280 µm², detail-routed via count per cell approximately 3.8, RSZ-0062 raised after global routing no, post-cts hold buffer count 0, die span in y 80 µm, Seq. cell area 0 µm², number of setup buffers added after CTS 0, Clock buffer cells 0, Floorplan Utilization 0.0824, Distinct lib cells used 8, f_max 394 MHz, Worst Setup Start Kind input pin, Pwr per Cell Area 182 nW/µm², reported leakage power 0.356 nW, Port Buf Inserts 54, routability congestion estimate between 0.7 and 0.8, number of sequential cells in the layout 0, PnR worst setup slack ~0.16 ns, non-filler instance count after layout 149, remaining global-route overflow 0, I/O pin total 54, total negative slack for setup checks 0 ns, total number of warnings across the stage logs 33, min-delay worst type in2out, First DRT Iteration DRCs 18, via count of the first global-routing pass 630, iteration tally of the first detailed-router pass 4, cell row count 21, post-synthesis chip area from yosys 282 µm², synthesized instance count 47, layout cell share with drive strength beyond 1 0.0874, final period demand of the worst path approximately 2.5 ns, required time of the worst setup path 2.16 ns, vias post-DR roughly 570, worst setup slack after placement -0.0614 ns, arrival time of data at the critical path endpoint approximately 2 ns, global-route wire length before repair roughly 3.1 mm, DRC viols 0, setup-violating endpoint count in the final report 0, horizontal die dimension about 80 µm, area share, top type 0.347
## worst max-delay path by stage
| stage | startpoint | end | slack, ns | cells after the start |
|---|---|---|---|---|
| after CTS | sel[0] | out[10] | 0.14 | 6 |
| after global routing | sel[0] | out[12] | 0.11 | 6 |
| final | sel[0] | out[10] | 0.16 | 6 |
## stage by stage
stage	hold WS (ns)	area, µm²	power [mW]	util
after floorplan	1.14	282	0.0418	-
after global placement	1.99	892	0.154	0.261
after detailed placement	1.99	892	0.155	0.261
after CTS	1.99	938	0.175	0.275
after global routing	2.02	938	0.187	0.275
final	1.99	938	0.171	0.275
## cell families (layout without fill, tap and decap cells)
family	after synthesis	count (layout)	share of synthesized area
buffers and inverters	6	62	0.160
adder cells (fa/ha/maj)	2	2	0.0889
AND-OR/OR-AND	26	26	0.578
AND/OR/NAND/NOR	13	13	0.173
## layer usage
metal,part of all wire,vias up,global-route usage
met2,0.41,38,0.0843
met5,0,-,0
met4,0,0,0
li1,-,288,-
met1,0.43,241,0.0791
met3,0.15,0,0.0307
## synthesized netlist by cell type
cell and number:
sky130_fd_sc_hd__ha_1 2, sky130_fd_sc_hd__buf_4 2, sky130_fd_sc_hd__buf_6 2, sky130_fd_sc_hd__a22oi_1 13
sky130_fd_sc_hd__o21ai_0 3, sky130_fd_sc_hd__o21ai_1 10, sky130_fd_sc_hd__inv_1 2, sky130_fd_sc_hd__nand2_1 13
## worst max-delay path, cell delays in order
cell	delay (ns)
sky130_fd_sc_hd__dlygate4sd2_1	0.25
sky130_fd_sc_hd__inv_2	0.07
sky130_fd_sc_hd__ha_4	0.21
sky130_fd_sc_hd__bufbuf_16	0.28
sky130_fd_sc_hd__o21ai_0	0.15
sky130_fd_sc_hd__clkdlybuf4s50_1	0.49
## layout by cell type, fill, tap and decap left out
master,instances
sky130_fd_sc_hd__buf_12,1
sky130_fd_sc_hd__o21ai_1,10
sky130_fd_sc_hd__buf_4,4
sky130_fd_sc_hd__a22oi_1,13
sky130_fd_sc_hd__clkdlybuf4s50_1,52
sky130_fd_sc_hd__dlygate4sd2_1,2
sky130_fd_sc_hd__inv_2,1
sky130_fd_sc_hd__ha_1,1
sky130_fd_sc_hd__ha_4,1
sky130_fd_sc_hd__o21ai_2,1
sky130_fd_sc_hd__inv_1,1
sky130_fd_sc_hd__o21ai_0,2
sky130_fd_sc_hd__nand2_1,13
sky130_fd_sc_hd__bufbuf_16,1
## layout make-up
| class | count | area [µm²] | area share |
|---|---|---|---|
| timing repair buffer | 60 | 621 | 0.661 |
| tap | 46 | 57.6 | 0.0613 |
| inverter | 2 | 7.51 | 0.00800 |
| multi-input combinational | 41 | 253 | 0.269 |
## what timing repair did
item	CTS	global route
setup endpoints to repair	13	0
endpoints found under the hold margin	0	0
resized	6	0
## power breakdown
| group | internal, mW | switching, mW | leakage, nW |
|---|---|---|---|
| logic | 0.124 | 0.0465 | 0.356 |
| clock network | 0 | 0 | 0 |
| registers | 0 | 0 | 0 |
| total | 0.124 | 0.0465 | 0.356 |
Power and IR drop assume default switching activity.
